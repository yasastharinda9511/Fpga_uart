[/design/flow/design.v]
module rx(rx,s_tick,out_data,recieve_over);
	input s_tick,rx;
	output reg [7:0] out_data;
	reg [3:0] tick_count=4'b0000;
	parameter IDLE=3'b00,start =2'b01, data_bits=2'b10,end_bit=2'b11;
	reg [2:0] state = IDLE;
	reg [2:0]data_index=3'b111;
	output reg recieve_over=1'b0;
	always@(posedge s_tick)
		begin
			case(state)
				start: 
					begin
						if (tick_count==4'b0111) 
							begin
								state= data_bits;
								tick_count=4'b0000;
								data_index=3'b111;
							end	
						else tick_count= tick_count+1;
					end
				data_bits:
					begin
					if (tick_count==4'b1111)
						begin
							out_data[data_index]=rx;
							tick_count=4'b0000;
							if(data_index==3'b000) 
								begin
									state= end_bit;
									tick_count=4'b0000;
								end
							else data_index=data_index-1;
						end
					else tick_count=tick_count+1'b1;
					end
				end_bit:
					begin
						if (tick_count==4'b1111)
							begin
								state =IDLE;
								recieve_over=rx;
							end
						else tick_count=tick_count+1'b1; 
					end
				default:
					begin
						state=IDLE;
						tick_count=4'b0000;
						data_index=3'b111;
						recieve_over=1'b0;
						if(rx==1'b0) state=start;
					end
			endcase
		end
endmodule
[/design/flow/config.mk]
export PLATFORM = sky130hd
export DESIGN_NAME = rx
export DESIGN_NICKNAME = rx
export VERILOG_FILES = /design/flow/design.v
export SDC_FILE = /design/flow/constraint.sdc
export NUM_CORES = 4
export LEC_CHECK = 1
export CORE_AREA = 10 10 91 91
export DIE_AREA = 0 0 101 101
[/design/flow/constraint.sdc]
current_design rx

set clk_period 2.3
set clk_io_pct 0.2

create_clock -name clk0 -period $clk_period [get_ports {s_tick}]

set non_clock_inputs [all_inputs -no_clocks]
set_input_delay [expr $clk_period * $clk_io_pct] -clock clk0 $non_clock_inputs
set_output_delay [expr $clk_period * $clk_io_pct] -clock clk0 [all_outputs]
[/design/flow/run.sh]
#!/bin/bash
# OpenROAD 26Q1-2900-gdf79404cd8, Yosys 0.63+post, stock flow scripts
make -C /OpenROAD-flow-scripts/flow DESIGN_CONFIG=/design/flow/config.mk WORK_HOME=/design/flow/orfs finish
==> GITHUB_STEP_SUMMARY <==
## Synthesis and layout report

| Metric | Value |
|---|---|
| Async set or reset register ratio after synthesis | 0% |
| Ant diodes | 0 |
| Cts hold-fix bufs | 0 |
| Post-synth EDFFs | 18 |
| DR WL/cell | 10.36 microns |
| #FFs+latches synth | 18 |
| Root buffer cell | clkbuf_8 |
| Yosys warning count | 1 |
| Post-Syn Area | 1052 sq um |
| Final WL | 1875 microns |
| Power density cells | 1012 nW/um^2 |
| Via count | 686 |
| Main synth FF type | edfxtp_1 |
| Startpoint Class | register |
| Fin Hold WS | 0.5753 ns |
| Worst flop-to-flop path endpoint | out_data[6] |
| Fin. max-slew vios | 0 |
| Max VDD drop | 0.3122 mV |
| Number of global-route vias before repair | 691 |
| # DRC | 0 |
| Main logic family | simple AND/OR/NAND/NOR gates |
| WHS Endpoint | out_data[2] |
| Die Wd | 101 microns |
| Layout cells sized above 1 | 10.58% |
| Synthesized netlist cell count | 90 |
| Die height | 101 microns |
| Post-Synth AOI/OAI Area | 9.869% |
| GRT Total Usage | 3.882% |
| I/O pins | 11 |
| H-tree depth | 1 |
| Cells along the critical path | inv_1 > ha_1 > ha_1 > clkinv_1 > and4_4 > mux2_4 |
| DRT iter0 DRCs | 75 |
| Final Hold Fails | 0 |
| Status | completed |
| Fill cells | 663 |
| Num CTS Buffers | 3 |
| # Post-CTS Setup Buffers | 0 |
| Max_cap viols | 0 |
| Tmin final | 1.989 ns |
| Final HPWL DP | 1397 microns |
| Adders+Majority by Area | 10.70% |
| Largest stage delay, worst path | 0.45 ns |
| Register area | 540.5 sq um |
| Reg clk slew, reported paths | 0.07 ns |
| Worst Path Max Fanout | 9 |
| Routed Antenna Nets | 0 |
| Clk latency of the worst-skew pair | 0.25 ns |
| Yosys stat cell total | 90 |
| Setup slack, reg-to-reg | 0.31 ns |
| Chip area | 10,200 sq um |
| Cell depth of the worst flop-to-flop path | 6 |
| Drt pass-1 iters | 4 |
| Crit-path most repeated cell | ha_1 |
| Post-cts sizing count | 0 |
| Yosys cell types | 30 |
| Levels on crit path | 6 |
| Initial antenna violation count | 0 |
| Post-Synth XOR/XNOR Area | 1.665% |
| Max Freq | 502.9 MHz |
| Worst Tran Pin Value | 0.3516 ns |
| Cycle use final | 86.46% |
| Top-area cell share | 51.37% |
| WP buf/inv | 2 |
| WS Path Type | register to register |
| Global-route wire length before repair | 3332 microns |
| Slew HR | 76.56% |
| Global route overflow | 0 |
| Fp util | 16.57% |
| Crit path required time | 2.31 ns |
| Deepest clock path buffer count | 2 |
| Final setup vio count | 0 |
| Part of the Yosys area used for sequential elements | 51.37% |
| Mux share | 6.064% |
| Clock sinks | 18 |
| Warning total across the stage logs | 30 |
| YS chip area | 1052 sq um |
| WP data arrival | 1.99 ns |
| Basic Gates by Area | 15.22% |
| Largest net degree at the start of global routing | 11 |
| Worst min-delay path category | register to register |
| RR Startpoint | data_index[0] |
| CTS tree | yes |
| Worst Setup End Kind | register |
| Delay-heaviest family, CP | adder cells |
| Logic area | 457.9 sq um |
| Clock skew | 0.002312 ns |
| RSZ-0062 raised after global routing | no |
| Avg Inst Size Synth | 11.69 sq um |
| DR vias/cell | 3.790 |
| Leak pwr | 0.4893 nW |
| P&R area growth vs syn | 22.83% |
| Synth area leader | edfxtp_1 |
| Slowest CP cell | ha_1 |
| Placer Congestion | 0.8030 |
| Setup TNS | 0 ns |
| Total core area | 6350 sq um |
| Hold path depth | 1 |
| Worst hold path startpoint | out_data[2] |
| Site row count | 29 |
| Port buffer count | 10 |
| Main area contributors | edfxtp_1 (51%), ha_1 (11%), inv_1 (3.2%) |
-- power breakdown --
group	internal, mW	total [mW]	switching (mW)
Clock	0.119	0.224	0.106
Sequential	0.479	0.518	0.0392
Combinational	0.241	0.566	0.325
-- stage by stage --
stage	setup slack [ns]	utilization [%]	power (mW)	std cells	instance area, sq um
final	0.3114	20.35	1.308	181	1292
after global routing	0.1527	20.35	1.424	181	1292
after CTS	0.3109	20.35	1.315	181	1292
after detailed placement	0.3295	19.65	1.088	177	1247
after global placement	0.3798	19.65	1.085	177	1247
after floorplan	0.2918	-	0.9774	90	1052
-- how the worst max path moves through the flow --
stage	endpoint	from
CTS	out_data[6]	data_index[0]
global route	out_data[6]	data_index[0]
finish	out_data[6]	data_index[0]
-- cell families (layout without fill, tap and decap cells) --
logic type                 count (synthesis)  after routing
and+or+nand+nor                           30             30
DFF                                       18             18
AOI/OAI and AO/OA                         14             14
buffers and inverters                     12             26
adders and majority gates                  9              9
muxes                                      5              5
xor gates and xnor gates                   2              2
-- worst reg2reg max path: stages, from the launching register on --
cell and delay, ns:
edfxtp_1 0.35, inv_1 0.07, ha_1 0.20, ha_1 0.45, clkinv_1 0.21, and4_4 0.19
mux2_4 0.28
-- cell type report --
class                   count  area share [%]
flip-flops and latches     18           41.82
multi-input cells          60           35.43
repair buffers             12           8.906
well taps                  77           7.454
clock buffers               3           3.195
inverters                  10           2.904
clock inverters             1          0.2904
-- sequential cells by signal (all words and copies together) (netlist names) --
register and cells:
recieve_over 1, tick_count 4, out_data 8, data_index 3, state 2
-- Yosys cell counts (2+ instances only) --
cell type / number
nand2_1: 7
a21oi_1: 3
edfxtp_1: 18
and3_1: 2
mux2_1: 3
o21ai_1: 2
xor2_1: 2
ha_1: 9
nand3_1: 4
o21ai_0: 3
inv_1: 9
nor2_1: 9
mux2_4: 2
-- placed cells by master (no fill, tap or decap) --
cell type	instances
a21oi_1	3
and4_4	1
a21boi_0	1
buf_4	2
mux2_4	2
clkdlybuf4s50_1	10
or3_1	1
and3_1	2
or4_1	1
and2_1	1
mux2_1	3
o211ai_1	1
clkbuf_8	3
or3_4	1
o311ai_4	1
xor2_1	2
or2_1	1
a31oi_1	1
nand2_1	7
nor2_1	9
a21o_1	1
inv_1	9
o21ai_0	3
clkinv_1	2
nand4_1	1
o21ai_1	2
nor4_2	1
ha_1	9
nand3_1	4
edfxtp_1	18
a22o_1	1
-- layer usage --
layer / GRT usage (%) / vias to the layer above / part of all wire, %
met4: 0.6431 / 0 / 1.1
li1: - / 353 / -
met2: 5.209 / 8 / 40
met3: 1.386 / 4 / 6.4
met5: 0 / - / 0
met1: 5.918 / 321 / 52
No activity file was given, so power comes from the tool's default toggle rates.
