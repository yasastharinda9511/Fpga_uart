--- flow/design.v ---
module clk_generator(clk, s_tick);
	input clk;
	output s_tick;
	parameter clk_devide_count=9'd325;
	reg [8:0]count =9'd0;
	always@(posedge clk)
		begin
			if(clk_devide_count==count) count =9'd0;
			else count=count + 1'b1;
		end
	assign s_tick =(count == clk_devide_count) ? 1'b1:1'b0;
endmodule
--- flow/run.sh ---
#!/bin/bash
# OpenROAD 26Q1-2900-gdf79404cd8, Yosys 0.63+post, stock flow scripts
make -C /OpenROAD-flow-scripts/flow DESIGN_CONFIG=/design/flow/config.mk WORK_HOME=/design/flow/orfs finish
--- flow/config.mk ---
export PLATFORM = sky130hd
export DESIGN_NAME = clk_generator
export DESIGN_NICKNAME = clk_generator
export VERILOG_FILES = /design/flow/design.v
export SDC_FILE = /design/flow/constraint.sdc
export NUM_CORES = 4
export LEC_CHECK = 1
export CORE_AREA = 10 10 70 70
export DIE_AREA = 0 0 80 80
--- flow/constraint.sdc ---
current_design clk_generator

set clk_period 1.9
set clk_io_pct 0.2

create_clock -name clk0 -period $clk_period [get_ports {clk}]

set non_clock_inputs [all_inputs -no_clocks]
set_input_delay [expr $clk_period * $clk_io_pct] -clock clk0 $non_clock_inputs
set_output_delay [expr $clk_period * $clk_io_pct] -clock clk0 [all_outputs]
==> results.ini <==
[floorplan]
design.portCount=2
floorplan.die.height_um=80
die_area_um2=6400
num_rows=21
floorplan.core_util_pct=11.4
coreArea_um2=3420
die.size.x_um=80

[critical_path]
crit_required_ps=1520
timing.critical_path.slowest_cell_delay_ps=310
setup.worst_path.class=flip-flop to output pin
timing.critical_path.to_type=output pin
timing.critical_path.cells=inv_1 -> ha_1 -> nand4b_1 -> nor4_4 -> dlygate4sd2_1
worst_ep_arrival_time_ps=1310
critical-path-slowest-cell=dfxtp_1
critical_path.max_fanout=2
timing.critical_path.max_delay_family=simple AND/OR/NAND/NOR gates
critical_path.startpoint_type=flip-flop
worst-path-buf-inv=2

[placed_design]
hpwlAfterDp_um=441
gp_congestion=0.731
numPortBuffers=1

[cts]
cts_setup_buffers=0
cts_root_buf=clkbuf_4
clockBufferDepth=2
htree_levels=1
cts-buffers-inserted=3
clk_transition_reported_paths_ps=60
clock_insertion_delay_worst_skew_ps=260
cts_tree=done
ctsHoldBuffers=0
cts.sink_count=9

[drt]
ant_nets=0
drt_total_wl_um=611
detail_route.drc_violations=0
route.detailed.wl_per_inst_um=6.43
detailedRoute.firstPassIterationCount=2
drt_iter0_drcs=5
avgViaCountPerCell=3.08
vias=293
route.antenna.diode_count=0

[power]
share_clk_of_total_power_pct=43.4
total_power_uw=333
powerDensity_nw_per_um2=640
power.internal_uw=269
power.share.switching_pct=19.2
comb_power_share_pct=0
power_leakage_uw=0.000205
power.net_switching_uw=63.9
share_seq_of_total_power_pct=56.6
power.ir.vdd_worst_mv=0.443

[final_timing]
timing.clock.skew_ps=1.12
final_hold_viol_count=0
setup_violations=0
max-slew-margin-rel_pct=85.4
drv_slew=0
rsz0062_at_grt=false
fin_crit_sh_pct=89.1
timing.fmax_mhz=591
timing.setup.tns_ps=0
final_period_minus_worst_setup_slack_ps=1690
worstMarginPinSlew_ps=219
hold_slack_ps=477

[cells_and_area]
largest_reg_flops=9
fillerInstances=394
drive_above_1_share_pct=20.4
layout-area-overhead-vs-synth_pct=33.3

[flow_run]
drv_cap=0
warning_count=26

[logic_synthesis]
synth_chip_area_um2=390
yosys_synthesis_warning_count=1
number_of_distinct_standard_cells_referenced_by_the_synthesized_netlist=18
postSynth.asyncResetShare_pct=0
syn_inst=39
netlist.area_leader.share_pct=46.2
yosys_most_used_dff=dfxtp_1
synthTopCellsByArea=dfxtp_1, xnor2_1, ha_1
largest_area_cell=dfxtp_1
synthTopCellsByCount=dfxtp_1, nor2_1, nand3_1
synthesis.area_um2=390
yosys_cells=39
synth_flop_count=9
syn_area_per_cell_um2=10.0
enable_flop_cells=0
synthMostInstantiatedCell=dfxtp_1
synth-seq-area-share_pct=46.2

[grt]
grt.overflow.total=0
grt_antenna_before_repair=0
grt_pass1_wl_um=1150
first_global_vias=270
grt_max_degree=7
grt_usage_pct=2.19

[worst_hold_path]
hold_path_class=flip-flop to flip-flop

[run_status]
run_status=complete, no violations

-- cell type report --
type                            instances  area (µm²)  share of cell area, %
Inverter                                1        3.75                  0.721
Sequential cell                         9         180                   34.6
Tap cell                               46        57.6                   11.1
Multi-Input combinational cell         29         206                   39.7
Timing Repair Buffer                    6        46.3                   8.89
Clock buffer                            4        26.3                   5.05
-- worst reg2reg max path, delay by kind of cell (launching register included) --
kind | cells | cell delay [ps]
AND/OR/NAND/NOR | 2 | 420
adder cells (fa/ha/maj) | 1 | 250
AND-OR/OR-AND | 1 | 150
flip-flops | 1 | 330
buffers and inverters | 1 | 130
-- cell families (layout without fill, tap and decap cells) --
| group | count (synthesis) | count (layout) | share of synthesized area [%] |
|---|---|---|---|
| mux | 1 | 1 | 2.56 |
| flops | 9 | 9 | 46.2 |
| buf+inv | 1 | 11 | 0.961 |
| simple gates | 19 | 19 | 30.1 |
| compound gates | 2 | 2 | 2.56 |
| xor+xnor | 5 | 5 | 11.2 |
| fa+ha+maj | 2 | 2 | 6.41 |
-- power groups by stage --
stage / sequential [µW] / clock, µW / combinational, µW
4_1_cts: 189 / 149 / 0.000117
6_report: 189 / 145 / 0.000117
5_1_grt: 188 / 162 / 0.000117
-- worst paths after layout --
kind | slack [ps] | end | start | cells after the start
max reg2reg | 560 | count[8]$_SDFF_PN0_ | count[0]$_SDFF_PN0_ | 5
max | 210 | s_tick | count[1]$_SDFF_PN0_ | 5
min reg2reg | 480 | count[7]$_SDFF_PN0_ | count[7]$_SDFF_PN0_ | 1
min | 480 | count[7]$_SDFF_PN0_ | count[7]$_SDFF_PN0_ | 1
-- metrics by stage --
step                cells  cell area, µm²  worst slack (ps)  utilization (%)
floorplan              39             390               524                -
global placement       91             495               109             14.5
detailed placement     91             495               107             14.5
CTS                    95             520               179             15.2
global route           95             520              96.9             15.2
finish                 95             520               207             15.2
-- layer usage --
metal	up-vias	share of wire, %	global-route usage, %
met3	0	7.5	1.36
met4	0	0	0
met2	5	39	3.05
met5	-	0	0
met1	133	54	2.96
li1	155	-	-
-- layout by cell type (no fill, tap or decap) --
cell / count
nor3_1: 1
clkbuf_4: 3
o21ai_0: 1
or3_1: 1
and3_1: 1
mux2i_1: 1
buf_4: 5
a21oi_1: 1
xor2_1: 2
nand2b_1: 1
nand3_1: 5
ha_1: 2
nand2_1: 1
nand4b_1: 1
clkbuf_1: 1
dfxtp_1: 9
xnor2_1: 3
nor4_4: 1
nand4_2: 1
dlygate4sd2_1: 1
inv_1: 1
nor2_1: 6
-- repair_timing --
item / in CTS / in global routing
hold endpoints to repair: 0 / 0
resized: 1 / 0
endpoints found under the setup margin: 1 / 0
No activity file was given, so power comes from the tool's default toggle rates.
