File: run.sh
#!/bin/bash
# OpenROAD 26Q1-2900-gdf79404cd8, Yosys 0.63+post, stock flow scripts
make -C /OpenROAD-flow-scripts/flow DESIGN_CONFIG=/design/flow/config.mk WORK_HOME=/design/flow/orfs finish
File: config.mk
export PLATFORM = sky130hd
export DESIGN_NAME = tx
export DESIGN_NICKNAME = tx
export VERILOG_FILES = /design/flow/design.v
export SDC_FILE = /design/flow/constraint.sdc
export NUM_CORES = 4
export LEC_CHECK = 1
export CORE_AREA = 10 10 89 89
export DIE_AREA = 0 0 99 99
File: constraint.sdc
current_design tx

set clk_period 2.6
set clk_io_pct 0.2

create_clock -name clk0 -period $clk_period [get_ports {s_tick}]

set non_clock_inputs [all_inputs -no_clocks]
set_input_delay [expr $clk_period * $clk_io_pct] -clock clk0 $non_clock_inputs
set_output_delay [expr $clk_period * $clk_io_pct] -clock clk0 [all_outputs]
File: design.v
module tx(tx_data,s_tick,transmit_over,tx,transmit_begin,transmit_active);
    input s_tick;
	 input transmit_begin;
    input [7:0]tx_data;
    output reg transmit_over=1'b1;
    parameter IDLE = 2'b00, start_bit=2'b01, data_bits=2'b10,end_bit=2'b11;
    reg [2:0] state1 ;
    reg [2:0]data_index=3'b111;
    reg [3:0] counter_tick;
	 output reg tx;
	 output reg transmit_active=1'b0;
    always@(posedge s_tick)
        begin
            case (state1)
                start_bit:
                    begin
                        tx=1'b0;
                        if (counter_tick==4'b1111)
                            begin
                                state1= data_bits;
                                counter_tick= 4'b0000;
                            end
                        else counter_tick=counter_tick+1;
                    end
                data_bits:
                    begin
								transmit_active=1'b1;
                        tx= tx_data[data_index];
                        if (counter_tick==4'b1111)
                            begin
                                counter_tick=  4'b0000;
                                if(data_index==3'b000) state1=end_bit;
                                else data_index=data_index-1;
                            end
                        else counter_tick=counter_tick+1; 
                    end
                end_bit:
                    begin
                        tx=1'b1;
                        if (counter_tick==4'b1111) 
								begin
									state1=IDLE;
									transmit_over=1'b1;
								end
                        else counter_tick=counter_tick+1; 
                    end 
                default:
                    begin
                        state1=IDLE;
                        tx=1'b1;
                        counter_tick=3'b000;
                        data_index=3'b111;
                        if(transmit_begin==1'b0)  
                            begin 
                                state1=start_bit;
										  transmit_over=1'b0;
										  transmit_active=1'b0;
                        end
                end
            endcase
        end
endmodule 
==> results.txt <==
fresh numbers from the pnr run: Tot GR Track Use 2.739%, cell count after synthesis 62, Yosys top cell by instances nand2_1, drc violations 0, chip area 0.009801 mm^2, Final Hold Viols 0, horizontal die size 99 um, clock power share 22.7%, internal power 0.5565 mW, Detail Route met3 WL 82 um, met1 WL 613 um, Core ar. 0.005991 mm^2, IO buf count 12, Worst Tran Pin Value 0.4337 ns, total wire length 1262 um, highest routed layer met4, synth warn 1, Tcrit/Tclk final 66.77%, Top-area cell share 40.30%, switching share of power 29.12%, DRT iter0 DRCs 79, leakage power 0.3487 nW, unrepaired setup endpoints after global routing false, power share of the sequential group 50.6%, Area Growth Syn to Fin 37.87%, GRT Residual Overflow 0, post-route clock skew 0.003789 ns, status finished, final reports clean, Setup CP Type reg -> reg, syn avg cell area 10.82 um^2, Critical Path Sink Type register, Final ANT Viol Nets 0, post-CTS sizing 0, largest cells by area after synthesis edfxtp_1 (40%), dfxtp_1 (15%), ha_1 (5.6%), Seq/Total Area, Yosys 55.22%, Peak VDD IR 267.0 uV, Dominant Register Cell edfxtp_1, Min Clock Period, post-route 1.736 ns, Sw Pwr 0.2286 mW, DR vias/cell 3.171, pin count of the biggest net entering global routing 11, HPWL after DPL 1013 um, initial antenna violation count 0, clock sinks 14, clk slew on worst S/H paths 0.06 ns, WL met2 543 um, vias 482, Row Count 28, Root Buffer clkbuf_8, Logic pwr share 26.7%, Mapped Area 670.6 um^2, Synth flops 14, # Max-Cap Violations 0, tool warnings 26, Worst Path Arrival 1.63 ns, slew margin rel. 70.87%, vias in the first global route 501, dominant cell type by area after synthesis edfxtp_1, first-pass GRT wire length 2283 um, I/O pin cnt 13, drt first pass iters 4, CTS hold repair buffers 0, Power Dens Cells 849.1 mW/mm^2, top achievable clock speed 576.0 MHz, H-tree depth 1, cell count listed in synth_stat.txt 62, post-CTS setup buffer count 0, worst hold path type reg -> reg, Critical Path RT 2.50 ns, total CTS buffers 3, Final Wtd Congestion 0.7086, Min Hold Slack 0.4418 ns, Ant. Diodes 0, startpoint types register, fraction of layout cells with a size suffix above 1 10.39%, Setup violations, final 0, setup TNS 0 ns, Max FO, Critical Path 5, PnR worst setup slack 0.8640 ns, WL per Instance 8.303 um, R2R depth 5, clk buf depth 2, Post-synth ARST share 0%, Tot Pwr 0.7851 mW, TritonCTS clock tree built, Post-synth EDFFs 9, worst skew pair latency 0.24 ns, Hold Path Depth 2, top post-synthesis cells by count nand2_1 (10), edfxtp_1 (9), dfxtp_1 (5), inv_1 (4), nor2_1 (4), die y size 99 um, pre-CTS setup slack 0.8229 ns, Cell Type Count 24, yosys stat area 670.6 um^2, Final Max Tran Viols 0, Initial Utilization 11.19%
## worst max-delay path, stage by stage (launching register included)
cell      delay, ns
edfxtp_1       0.45
inv_1          0.09
ha_1           0.19
nor2b_1        0.14
o21a_1         0.17
nor3_1         0.34
## state kept, by name, summed over array words and instances (netlist names)
signal           flops
transmit_over        1
tx                   1
state1               4
data_index           3
counter_tick         4
transmit_active      1
## cells in the final DEF (no fill, tap or decap), types with 2 or more instances in the layout
master	count
or2_2	2
nor2_1	4
mux2_2	2
clkdlybuf4s50_1	12
nand3_1	3
nand2_1	10
clkbuf_8	3
nor2b_1	2
xnor2_1	2
nor3_1	2
inv_1	4
dfxtp_1	5
edfxtp_1	9
ha_1	3
a21oi_1	3
## logic make-up (layout without fill, tap and decap cells)
logic type / Yosys count / count (layout) / synth area share, %
xor gates and xnor gates: 3 / 3 / 3.919
DFF: 14 / 14 / 55.22
buffers and inverters: 5 / 20 / 2.984
and+or+nand+nor: 25 / 25 / 17.16
muxes: 3 / 3 / 6.716
AOI/OAI and AO/OA: 9 / 9 / 8.395
adders and majority gates: 3 / 3 / 5.598
## final timing paths
check / startpoint / to / slack [ns]
setup reg to reg: data_index[0]$_SDFFCE_PN1P_ / data_index[0]$_SDFFCE_PN1P_ / 0.86
setup / recovery: data_index[0]$_SDFFCE_PN1P_ / data_index[0]$_SDFFCE_PN1P_ / 0.86
hold / removal: state1[0]$_DFF_P_ / state1[0]$_DFF_P_ / 0.44
hold reg to reg: state1[0]$_DFF_P_ / state1[0]$_DFF_P_ / 0.44
## layer usage
metal	GRT usage, %	up-vias
li1	-	245
met2	3.958	9
met1	3.620	226
met5	0	-
met4	0.5513	0
met3	1.339	2
## power groups by stage
stage / registers [mW] / clock network (mW) / logic [mW]
CTS: 0.396 / 0.179 / 0.212
global route: 0.407 / 0.197 / 0.241
finish: 0.397 / 0.179 / 0.210
## layout make-up
cell class | instances | area, um^2
inverters | 4 | 15.01
clock buffers | 3 | 41.29
repair buffers | 12 | 120.1
well taps | 75 | 93.84
flip-flops and latches | 14 | 370.4
fillers | 650 | 5066
clock inverters | 1 | 3.754
multi-input cells | 43 | 280.3
## stage by stage
stage               std cells  util, %  area [um^2]
global route              152    15.43        924.6
CTS                       152    15.43        924.6
finish                    152    15.43        924.6
floorplan                  62        -        670.6
global placement          148    14.68        879.6
detailed placement        148    14.68        879.6
Power figures rest on the tool's default switching activity, not on a simulated workload.
